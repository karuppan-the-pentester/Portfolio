===== design.v =====
module up_down_counter(
    input clk,          
    input rst,          
    input up_down,      
    output reg [3:0] count   
);
reg direction;
always @(posedge clk, negedge rst)
begin
    if (!rst)   
    begin
        count <= 4'b0000;   
        direction <= 1'b0;  
    end
    else
    begin
        if (up_down)   
            direction <= 1'b1;  
        else
            direction <= 1'b0;  
        if (direction)   
            count <= count + 1;
        else   
            count <= count - 1;
    end
end
endmodule

===== run.sh =====
#!/bin/bash
# OpenROAD 26Q1-2900-gdf79404cd8, Yosys 0.63+post, stock flow scripts
make -C /OpenROAD-flow-scripts/flow DESIGN_CONFIG=/design/flow/config.mk WORK_HOME=/design/flow/orfs finish

===== constraint.sdc =====
current_design up_down_counter

set clk_period 3.0
set clk_io_pct 0.2

create_clock -name clk0 -period $clk_period [get_ports {clk}]

set non_clock_inputs [all_inputs -no_clocks]
set_input_delay [expr $clk_period * $clk_io_pct] -clock clk0 $non_clock_inputs
set_output_delay [expr $clk_period * $clk_io_pct] -clock clk0 [all_outputs]

===== config.mk =====
export PLATFORM = sky130hd
export DESIGN_NAME = up_down_counter
export DESIGN_NICKNAME = up_down_counter
export VERILOG_FILES = /design/flow/design.v
export SDC_FILE = /design/flow/constraint.sdc
export NUM_CORES = 4
export LEC_CHECK = 1
export CORE_AREA = 10 10 70 70
export DIE_AREA = 0 0 80 80

==> flow_summary.ini <==
; implementation run metrics
[status]
status = finished, final reports clean

[clock_tree]
cts_resized = 0
clockBufferDepth = 2
htree_levels = 1
clock_latency_ps = 230
cts_made_buffers = 3
cts.sinks = 5
cts_tree = built
cts_root_buf = clkbuf_4
post_cts.repair.setup_buffers = 0
cts.hold.buffers_added = 0
clk_pin_slew_ps = 40

[synth]
synth_area_um2 = 220.2
simple_gate_share_pct = 0
yosys_area_um2 = 220.2
xor_share_pct = 11.93
topCombFamilyByArea = adder cells
synth.largest_area_cell = dfrtp_1
mux_area_share_pct = 0
syn_inst = 15
synth-adder-area-share_pct = 20.45
ys_seq_share_pct = 56.82
synthTopCellsByArea = dfrtp_1, ha_1, fa_1
ys_ff = 5
synth.top_cell.area_share_pct = 56.82
synthAoiAreaFrac_pct = 7.386
ys_types = 8
ys_cells = 15
ys_warn_count = 1
syn_area_per_cell_um2 = 14.68

[timing]
max_freq_mhz = 575.8
finalCritPeriodShare_pct = 57.89
worstMarginPinSlew_ps = 227.1
min_period_ps = 1737
slew_viol_final = 0
rsz0062_at_grt = no
setup_viol = 0
max_slew_margin_pct = 84.81
hold_violations = 0
skew_ps = 2.411
tns_ps = 0

[grt]
grtUsageMet3_pct = 0.9091
overflow = 0
use_met1_pct = 0.9440
grt_first_pass_wirelength_um = 786
gr-usage-all-layers_pct = 1.699
grt_antenna_before_repair = 0
grt_util_met2_pct = 3.531
grt_pass1_vias = 163
grt_max_degree = 6
busiest_layer = met2

[critical_path]
path_cells = clkdlybuf4s50_1
worstPathArrival_ps = 1140
cp-end-kind = output port
slowest_stage = clkdlybuf4s50_1
startpoint = count[0]
rr_startpoint = direction
startpoint_type = flip-flop
worst-path-buf-inv = 1
worstPathMaxFanout = 4
cp.required_ps = 2400
crit_family = buffers and inverters
worstSetupPathType = reg2out
slowest_delay_ps = 490

[detailed_routing]
route.detailed.drc = 0
num_antenna_cells = 0
wl_um = 495
post_drt_wl_per_cell_um = 6.972
avgViaCountPerCell = 1.972
drtAntennaViolNets = 0
vias = 140
drtIter0Drc = 0
drt_pass1_iterations = 1

[job]
warning_count = 25
maxCapViolations = 0

[floorplanning]
core-area_um2 = 3416
initial_core_util_pct = 6.447
die_width_um = 80
rows = 21
die_h_um = 80
die_area_um2 = 6400
io_pins = 7

[place]
io_buffers = 6
gp_congestion = 0.6633

[cells_and_area]
drive_above_1_share_pct = 16.00
mostFrequentLayoutCell = clkdlybuf4s50_1
syn_to_final_growth_pct = 65.34
utilization_pct = 10.66
final_cell_mix = clkdlybuf4s50_1, dfrtp_1, clkbuf_4

[power]
vdd_ir_drop_max_v = 0.0001077
p_per_area_nw_per_um2 = 786.7
finalPower_uw = 286.4
leakage_uw = 0.0001490

[min_path]
hold_class = reg2reg
hold_start = count[0]
==> registers in the layout, summed over array words and instances (netlist names) <==
name and flops:
count 4, direction 1
==> where the power goes <==
group / total (uW) / internal, uW / switching [uW]
logic: 106 / 70.8 / 34.9
clock network: 74.2 / 50.1 / 24.1
registers: 107 / 90.7 / 15.9
==> per-layer routing <==
metal,part of all wire [%],up-vias
met5,0,-
met4,3.6,0
met3,6.3,2
met2,70,1
met1,20,70
li1,-,67
==> logic make-up (layout without fill, tap and decap cells) <==
group	count (synthesis)	count (layout)
XOR/XNOR	3	3
buffers and inverters	2	12
adder cells (fa/ha/maj)	3	3
flip-flops	5	5
AND-OR/OR-AND	2	2
==> metrics by stage <==
stage | setup WS, ps | hold WS [ps] | std cells | area (um2)
5_1_grt | 1204 | 547.2 | 71 | 364.1
6_report | 1263 | 508.9 | 71 | 364.1
2_1_floorplan | 1805 | 304.4 | 15 | 220.2
3_5_place_dp | 1504 | 501.9 | 67 | 337.8
3_3_place_gp | 1523 | 491.0 | 67 | 337.8
4_1_cts | 1238 | 511.7 | 71 | 364.1
==> cell usage after synthesis (all sizes together) <==
master / count
xor2: 1
fa: 1
dfrtp: 5
a21oi: 1
xnor2: 2
inv: 2
a21o: 1
ha: 2
==> path summary, 6_finish.rpt <==
| check | end | slack (ps) | cells past startpoint |
|---|---|---|---|
| setup / recovery | count[0] | 1260 | 1 |
| hold / removal | count[0] | 510 | 1 |
| setup reg to reg | count[3] | 1720 | 5 |
| hold reg to reg | count[0] | 510 | 1 |
| max in group asynchronous | count[3] | 2220 | 1 |
| min in group asynchronous | count[2] | 590 | 1 |
==> final cells by class <==
type | instances | area (um2)
Multi-Input combinational cell | 8 | 87.58
Fill cell | 408 | 3052
Tap cell | 46 | 57.56
Sequential cell | 5 | 125.1
Timing Repair Buffer | 6 | 60.06
Inverter | 2 | 7.507
Clock buffer | 4 | 26.28
Power is estimated from default activity; no workload was simulated.
