===== ./config.mk =====
export PLATFORM = sky130hd
export DESIGN_NAME = ripple_carry_adder
export DESIGN_NICKNAME = ripple_carry_adder
export VERILOG_FILES = /design/flow/design.v
export SDC_FILE = /design/flow/constraint.sdc
export NUM_CORES = 4
export LEC_CHECK = 1
export CORE_AREA = 10 10 70 70
export DIE_AREA = 0 0 80 80

===== ./constraint.sdc =====
current_design ripple_carry_adder

set clk_period 3.0
set clk_io_pct 0.2

create_clock -name clk0 -period $clk_period

set non_clock_inputs [all_inputs -no_clocks]
set_input_delay [expr $clk_period * $clk_io_pct] -clock clk0 $non_clock_inputs
set_output_delay [expr $clk_period * $clk_io_pct] -clock clk0 [all_outputs]

===== ./design.v =====
module ripple_carry_adder(
    input [3:0] A, B,   
    input cin,          
    output [3:0] sum,   
    output cout         
);
wire [3:0] c;   
full_adder fa0(.A(A[0]), .B(B[0]), .cin(cin), .sum(sum[0]), .cout(c[0]));
full_adder fa1(.A(A[1]), .B(B[1]), .cin(c[0]), .sum(sum[1]), .cout(c[1]));
full_adder fa2(.A(A[2]), .B(B[2]), .cin(c[1]), .sum(sum[2]), .cout(c[2]));
full_adder fa3(.A(A[3]), .B(B[3]), .cin(c[2]), .sum(sum[3]), .cout(cout));
endmodule
module full_adder(
    input A, B, cin,   
    output sum,        
    output cout        
);
assign {cout, sum} = A + B + cin;
endmodule

===== ./run.sh =====
#!/bin/bash
# OpenROAD 26Q1-2900-gdf79404cd8, Yosys 0.63+post, stock flow scripts
make -C /OpenROAD-flow-scripts/flow DESIGN_CONFIG=/design/flow/config.mk WORK_HOME=/design/flow/orfs finish

==> flow_summary.yaml <==
# implementation run metrics
run_status:
  status: "finished clean"
placed_design:
  routabilityCongestion: 0.7878
  port_buffers: 14
  dp.cells: 74
  place_area_sq_um: 315.3
  place_ws_ns: -0.6613
  dp_hpwl_um: 386
grt:
  grt_overflow_total: 0
  grt_pass1_vias: 142
  antenna_found_initial: 0
  grt_max_degree: 2
  grt.total_usage_pct: 1.255
  grt_first_pass_wirelength_um: 641
final_layout:
  fillCellCount: 399
  clkbuf_count: 0
  layout.cells.non_filler: 74
  final_util_pct: 8.938
  synthToLayoutAreaGrowth_pct: 106.8
  seq_cells: 0
  drive_gt1_share_pct: 42.86
  layout_top_cell: "clkdlybuf4s50_1"
  finalInstanceArea_sq_um: 305.3
  seq_area_sq_um: 0
  layout_top_cells: "clkdlybuf4s50_1, inv_1, inv_2"
final_timing:
  min_period_ns: 2.877
  max_freq_ghz: 0.3475
  fin_setup_tns_ns: 0
  slew_headroom_pct: 92.76
  finalSetupViolCount: 0
  rsz0062_at_grt: "no"
  setup_ws_ns: 0.1226
  tightest_slew_ns: 0.1084
  finalHoldViolCount: 0
  slew_viol_final: 0
  fin_crit_sh_pct: 95.91
critical_path:
  cp_slowest_cell: "fa_1"
  endpoint_kind: "output pin"
  worst-path-buf-inv: 6
  crit_required_ns: 2.40
  cp_data_arrival_time_ns: 2.28
  cp_top_family: "adder cells"
  crit_start: "cin"
  critPathMaxFanout: 1
  path_cells: "buf_2, inv_2, fa_2, inv_2, fa_2, fa_2, inv_2, fa_1, inv_1, buf_2"
  max_stage_delay_ns: 0.40
  critical_path_class: "in -> out"
  start_kind: "input port"
yosys:
  syn-cell-area_sq_um: 147.6
  seq_area_frac_synth_pct: 0
  avgSynthCellArea_sq_um: 8.202
  yosys-stat-cells: 18
  ys_warn_count: 0
  yosys_area_sq_um: 147.6
  synthCells: 18
  ys_types: 3
floorplan:
  fp_util_pct: 4.322
  die_y_um: 80
  die_w_um: 80
  io-pin-count: 14
  core_area_sq_mm: 0.003416
  num_rows: 21
  dieArea_sq_mm: 0.006400
power:
  powerDensity_mw_per_mm2: 135.5
  power.leakage_nw: 0.1509
  ir_drop_mv: 0.03910
route:
  final_antenna_net_count: 0
  drc: 0
  viasPerCell: 1.676
  diodes: 0
  drt-pass1-iter-count: 1
  drtIter0Drc: 0
  avgRoutedWirePerCell_um: 5.311
  drt-total-wl_um: 393
  dr_total_vias: 124
run:
  warnings: 33
  maxCapViolCount: 0
clocking:
  hold_buffers: 0
  post-cts-setup-buffer-count: 0
hold_path:
  worstHoldStart: "B[0]"
  hold_class: "in -> out"
==> Yosys cell counts, drive strengths merged <==
library cell | instances | area, sq um
inv | 10 | 37.54
buf | 4 | 30.03
fa | 4 | 80.08
==> path summary, 6_finish.rpt <==
path / endpoint / slack, ns / cells past startpoint
hold / removal: sum[0] / 1.94 / 5
setup / recovery: sum[3] / 0.12 / 10
==> per-stage QoR <==
| stage | hold slack (ns) | power, mW |
|---|---|---|
| floorplan | 1.417 | 0.02288 |
| global placement | 2.241 | 0.04815 |
| detailed placement | 2.250 | 0.04821 |
| CTS | 1.955 | 0.04438 |
| global route | 1.974 | 0.04903 |
| finish | 1.935 | 0.04138 |
==> repair_timing <==
item / in CTS / in global routing
pin swaps: 3 / 4
gates resized: 18 / 7
setup endpoints to repair: 4 / 2
==> layout make-up <==
class	count	area, sq um	area share, %
tap	46	57.56	18.85
timing repair buffer	14	122.6	40.16
multi-input combinational	4	87.58	28.69
inverter	10	37.54	12.30
==> routing by layer <==
metal	up-vias	part of all wire [%]	global-route usage (%)
li1	60	-	-
met1	50	55	2.149
met2	14	20	1.284
met3	0	24	0.6818
met4	0	0	0
met5	-	0	0
==> power by group <==
part	switching (mW)	leakage [nW]	total, mW	internal (mW)
sequential	0	0	0	0
clock	0	0	0	0
combinational	0.0138	0.151	0.0414	0.0275
total	0.0138	0.151	0.0414	0.0275
==> cell families (layout without fill, tap and decap cells) <==
group / after synthesis / after routing / synth area share [%]
buf+inv: 14 / 24 / 45.77
fa+ha+maj: 4 / 4 / 54.24
Power figures rest on the tool's default switching activity, not on a simulated workload.
