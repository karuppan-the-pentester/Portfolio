## ./design.v

```verilog
module magnitude_comparator(
    input [3:0] A, B,   
    output equal,       
    output A_greater,   
    output B_greater    
);
assign equal = (A == B);
assign A_greater = (A > B);
assign B_greater = (B > A);
endmodule
```

## ./run.sh

```bash
#!/bin/bash
# OpenROAD 26Q1-2900-gdf79404cd8, Yosys 0.63+post, stock flow scripts
make -C /OpenROAD-flow-scripts/flow DESIGN_CONFIG=/design/flow/config.mk WORK_HOME=/design/flow/orfs finish
```

## ./config.mk

```make
export PLATFORM = sky130hd
export DESIGN_NAME = magnitude_comparator
export DESIGN_NICKNAME = magnitude_comparator
export VERILOG_FILES = /design/flow/design.v
export SDC_FILE = /design/flow/constraint.sdc
export NUM_CORES = 4
export LEC_CHECK = 1
export CORE_AREA = 10 10 70 70
export DIE_AREA = 0 0 80 80
```

## ./constraint.sdc

```tcl
current_design magnitude_comparator

set clk_period 1.8
set clk_io_pct 0.2

create_clock -name clk0 -period $clk_period

set non_clock_inputs [all_inputs -no_clocks]
set_input_delay [expr $clk_period * $clk_io_pct] -clock clk0 $non_clock_inputs
set_output_delay [expr $clk_period * $clk_io_pct] -clock clk0 [all_outputs]
```

==> results.txt <==
fresh numbers from the pnr run: status completed, critical path endpoint category output pin, global route total overflow 0, vias per inst 2.000, CLK BUF 0, Cell area leaders ha_1 39%, o21bai_4 15%, inv_1 12%, hold path startpoint B[1], Synth area leader ha_1, Fmax 575.0 MHz, Starting Density 3.773%, Mapped Area 128.9 µm², site row count 21, placed cell count 74, DIE HEIGHT 80 µm, Flop pwr share 0%, Seq/Total Area, Yosys 0%, Yosys Instances 16, WS Path Type primary input to output pin, WL/cell 6.855 µm, Synth top cells by count 4 x ha_1, 4 x inv_1, 2 x nand2_1, I/O pin cnt 11, RSZ-0062 raised after global routing no, Max-area cell share 38.83%, Cells after Synth 16, worst-margin pin slew 0.1336 ns, final setup vio count 0, hold buffer count at cts 0, OpenROAD warnings 32, routability cong. 0.6507, worst rel slew slack 91.08%, Leak 0.1393 nW, fin crit share 96.62%, Tmin final 1.739 ns, Worst Hold End equal, Internal Power 0.05033 mW, Worst IR Drop VDD 0.03990 mV, DR vias 152, post-route ant nets 0, Clk pwr share 0%, max-cap viol count 0, die width 80 µm, layout cells sized above 1 80.00%, Worst Path Required 1.44 ns, drt pass-1 iters 2, crit path DAT 1.38 ns, Core Area 3416 µm², Layout Cells excl Fill 76, final WL 521 µm, Yosys warning count 0, Flop area 0 µm², largest net degree at the start of global routing 3, syn avg cell area 8.055 µm², startpoint type of the worst setup path primary input, num sequential 0, worst hold path class primary input to output pin, chip area 6400 µm², first-pass GRT wire length 876 µm, synth unique cells 9, Sw Ratio 37.06%, Buffers on Ports 11, Setup TNS 0 ns, Hold Path Depth 5, Yosys Chip Area 128.9 µm², Final Hold Fails 0, switching power of the nets 0.02964 mW, P&R area growth vs syn 161.2%, Comb pwr share 100.0%, Max Slew Vio Count 0, n_diodes 0, initial antenna violation count 0, DRC viols 0, GRT Overall Usage 1.639%, Power Density 237.6 nW/µm², Crit Path Max Fanout 2, DR iter-0 viols 5, vias in the first global route 159, fillers 405
## logic make-up (layout without fill, tap and decap cells)
group | after synthesis | in the layout | share of synthesized area (%)
compound gates | 3 | 3 | 25.24
fa+ha+maj | 4 | 4 | 38.84
buf+inv | 4 | 18 | 11.65
simple gates | 5 | 5 | 24.27
## area by class of cell
class	instances	area (µm²)	area share, %
multi-input cells	12	165.2	49.07
repair buffers	14	98.84	29.37
well taps	46	57.56	17.10
inverters	4	15.01	4.461
## how the worst max path moves through the flow
stage / startpoint / end / slack, ns / cells past startpoint
4_1_cts: A[1] / B_greater / 0.006 / 8
5_1_grt: B[2] / B_greater / 0.006 / 7
6_report: B[2] / B_greater / 0.06 / 7
## stage by stage
stage | setup slack [ns] | hold slack, ns | area, µm² | util (%) | power, mW
floorplan | 0.4289 | 0.9626 | 128.9 | - | 0.02814
global placement | -0.5808 | 1.927 | 304.0 | 8.901 | 0.06781
detailed placement | -0.6084 | 1.925 | 304.0 | 8.901 | 0.06887
CTS | 0.005916 | 1.368 | 349.1 | 10.22 | 0.08069
global route | 0.005501 | 1.271 | 336.6 | 9.853 | 0.08884
finish | 0.06092 | 1.244 | 336.6 | 9.853 | 0.07998
## per-layer routing
| layer | share of wire, % | GRT usage, % | vias to the layer above |
|---|---|---|---|
| li1 | - | - | 79 |
| met1 | 47 | 2.307 | 68 |
| met2 | 48 | 2.729 | 5 |
| met3 | 4.8 | 0.2273 | 0 |
| met4 | 0 | 0 | 0 |
| met5 | 0 | 0 | - |
## layout by cell type, fill, tap and decap left out
cell / count
a21oi_2: 2
clkbuf_2: 5
ha_4: 3
buf_6: 1
clkdlybuf4s15_1: 2
nor2_2: 1
nand2_2: 1
inv_1: 1
inv_2: 3
buf_2: 2
nor2b_4: 1
buf_4: 2
ha_2: 1
and2_4: 1
o21bai_4: 1
dlygate4sd2_1: 2
nand2_1: 1
## power groups by stage
stage	Clock [mW]	Sequential, mW	Combinational [mW]
4_1_cts	0	0	0.0807
6_report	0	0	0.0800
5_1_grt	0	0	0.0888
## critical path, cell delays in order
cell and delay [ns]:
clkdlybuf4s15_1 0.20, ha_4 0.27, nand2_2 0.05, o21bai_4 0.17, buf_6 0.11, a21oi_2 0.10
buf_2 0.11
## what timing repair did
| item | 4_1_cts | 5_1_grt |
|---|---|---|
| gates resized | 32 | 7 |
| pin swaps | 8 | 2 |
| buffers inserted | 2 | 0 |
| setup endpoints to repair | 3 | 2 |
Power and IR drop assume default switching activity.
